## run.sh

```bash
#!/bin/bash
# OpenROAD 26Q1-2900-gdf79404cd8, Yosys 0.63+post, stock flow scripts
make -C /OpenROAD-flow-scripts/flow DESIGN_CONFIG=/design/flow/config.mk WORK_HOME=/design/flow/orfs finish
```

## config.mk

```make
export PLATFORM = sky130hd
export DESIGN_NAME = vga_controller
export DESIGN_NICKNAME = vga_controller
export VERILOG_FILES = /design/flow/design.v
export SDC_FILE = /design/flow/constraint.sdc
export NUM_CORES = 4
export LEC_CHECK = 1
export CORE_UTILIZATION = 30
```

## constraint.sdc

```tcl
current_design vga_controller

set clk_period 3.5
set clk_io_pct 0.2

create_clock -name clk0 -period $clk_period [get_ports {CLK100MHZ}]

set non_clock_inputs [all_inputs -no_clocks]
set_input_delay [expr $clk_period * $clk_io_pct] -clock clk0 $non_clock_inputs
set_output_delay [expr $clk_period * $clk_io_pct] -clock clk0 [all_outputs]
```

## design.v

```verilog
`timescale 1ns / 1ps
module CLK60HZ(
    input CLK100MHZ,
    output reg stb
    );
    reg [15:0] counter = 0;
    always @(posedge CLK100MHZ) 
        {stb, counter} <= counter + 16'h4000;
endmodule
`timescale 1ns / 1ps
module board_disp(
    input CLK100MHZ,
    input [16:0] data,
    input [9:0] cx,
    input [9:0] cy,
    input pix_stb,
    output reg [11:0] VGA_color = 0,
    output [1:0] row,
    output [1:0] col,
    output draw
    );
    wire [11:0] board_color;
    wire [11:0] row1_color;
    wire [11:0] row2_color;
    wire [11:0] row3_color;
    wire [11:0] row4_color;
    wire [4:0] cur_draw;
    wire [1:0] row1_col;
    wire [1:0] row2_col;
    wire [1:0] row3_col;
    wire [1:0] row4_col;
    square board(.color(12'hbba), .sx(10'd170), .sy(10'd90), .cx(cx), .cy(cy), .size(10'd300),
              .VGA_R(board_color[11:8]), .VGA_G(board_color[7:4]), .VGA_B(board_color[3:0]),
              .draw(cur_draw[0]));
    row row1(.CLK100MHZ(CLK100MHZ), .data(data), .sy(10'd102), .cx(cx), .cy(cy),
                .VGA_color(row1_color), .position(row1_col), .draw(cur_draw[1]));
    row row2(.CLK100MHZ(CLK100MHZ), .data(data), .sy(10'd174), .cx(cx), .cy(cy),
                .VGA_color(row2_color), .position(row2_col), .draw(cur_draw[2]));
    row row3(.CLK100MHZ(CLK100MHZ), .data(data), .sy(10'd246), .cx(cx), .cy(cy),
                .VGA_color(row3_color), .position(row3_col), .draw(cur_draw[3]));
    row row4(.CLK100MHZ(CLK100MHZ), .data(data), .sy(10'd318), .cx(cx), .cy(cy),
                .VGA_color(row4_color), .position(row4_col), .draw(cur_draw[4])); 
    assign draw = cur_draw[4] | cur_draw[3] | cur_draw[2] | cur_draw[1] | cur_draw[0];
    assign row = cur_draw[4] ? 3: cur_draw[3] ? 2: cur_draw[2] ? 1: 0;
    assign col = cur_draw[4] ? row4_col: cur_draw[3] ? row3_col: cur_draw[2] ? row2_col:
                    cur_draw[1] ? row1_col: 0; 
    always @(*)begin
        if(cur_draw[4])
            VGA_color = row4_color;
        else if(cur_draw[3])
            VGA_color = row3_color;
        else if(cur_draw[2])
            VGA_color = row2_color;
        else if(cur_draw[1])
            VGA_color = row1_color;
        else
            VGA_color = board_color;
    end
endmodule
`timescale 1ns / 1ps
module row(
    input CLK100MHZ,
    input [16:0] data,
    input [9:0] sy,
    input [9:0] cx,
    input [9:0] cy,
    output [11:0] VGA_color,
    output [1:0] position,
    output draw
    );
    reg [11:0] color = 0;
    wire [11:0] col1_color;
    wire [11:0] col2_color;
    wire [11:0] col3_color;
    wire [11:0] col4_color;
    wire [3:0] col_draw;
    square col1(.color(color), .sx(10'd182), .sy(sy), .cx(cx), .cy(cy), .size(10'd60),
                    .VGA_R(col1_color[11:8]), .VGA_G(col1_color[7:4]), .VGA_B(col1_color[3:0]),
                    .draw(col_draw[0]));
    square col2(.color(color), .sx(10'd254), .sy(sy), .cx(cx), .cy(cy), .size(10'd60),
                    .VGA_R(col2_color[11:8]), .VGA_G(col2_color[7:4]), .VGA_B(col2_color[3:0]),
                    .draw(col_draw[1]));
    square col3(.color(color), .sx(10'd326), .sy(sy), .cx(cx), .cy(cy), .size(10'd60),
                    .VGA_R(col3_color[11:8]), .VGA_G(col3_color[7:4]), .VGA_B(col3_color[3:0]),
                    .draw(col_draw[2]));
    square col4(.color(color), .sx(10'd398), .sy(sy), .cx(cx), .cy(cy), .size(10'd60),
                    .VGA_R(col4_color[11:8]), .VGA_G(col4_color[7:4]), .VGA_B(col4_color[3:0]), 
                    .draw(col_draw[3]));
    assign draw = col_draw[3] | col_draw[2] | col_draw[1] | col_draw[0];
    assign position = col_draw[3] ? 3: col_draw[2] ? 2: col_draw[1] ? 1: col_draw[0] ? 0: 0;
    assign VGA_color = col_draw[3] ? col4_color: col_draw[2] ? col3_color: 
                    col_draw[1] ? col2_color: col_draw[0] ? col1_color: 0;
    always @(*)begin
        case(data)
            0: color <= 12'hccb;
            2: color <= 12'h00f;
            4: color <= 12'h0f0;
            8: color <= 12'hf00;
            16: color <= 12'hf0f;
            32: color <= 12'hff0;
            64: color <= 12'h0ff;
            128: color <= 12'h123;
            256: color <= 12'h953;
            512: color <= 12'h501;
            1024: color <= 12'h459;
            2048: color <= 12'haaa;
            default: color <= color;
        endcase
    end
endmodule
`timescale 1ns / 1ps
module square(
    input [11:0] color,
    input [9:0] sx,
    input [9:0] sy,
    input [9:0] cx,
    input [9:0] cy,
    input [9:0] size,
    output [3:0] VGA_R,
    output [3:0] VGA_G,
    output [3:0] VGA_B,
    output draw
    );
    assign draw = ((cx >= sx) && (cx < sx + size)) && ((cy >= sy) && (cy < sy + size));
    assign VGA_R = color[11:8];
    assign VGA_G = color[7:4];
    assign VGA_B = color[3:0];     
endmodule
`timescale 1ns / 1ps
module vga640x480(
    input CLK100MHZ,     
    input pix_stb,       
    input reset,         
    output hs,           
    output vs,           
    output de,           
    output reg [9:0] x = 0,  
    output reg [9:0] y = 0   
    );
    localparam HA_END = 639;          
    localparam HS_STA = HA_END + 16;  
    localparam HS_END = HS_STA + 96;  
    localparam LINE = 799;            
    localparam VA_END = 479;          
    localparam VS_STA = VA_END + 10;  
    localparam VS_END = VS_STA + 2;   
    localparam SCREEN = 524;          
    assign hs = ~((x >= HS_STA) && (x < HS_END));
    assign vs = ~((y >= VS_STA) && (y < VS_END));
    assign de = ((x <= HA_END) && (y <= VA_END));
    always @(posedge CLK100MHZ) begin
        if(reset) begin  
            x <= 0;
            y <= 0;
        end               
        if(pix_stb) begin  
            if(x == LINE) begin  
                x <= 0;
                y <= (y == SCREEN) ? 0 : y + 1;  
            end else begin
                x <= x + 1;
            end
        end
    end
endmodule
`timescale 1ns / 1ps
module vga_controller(
    input CLK100MHZ,      
    input CPU_RESETN,     
    input [16:0] data,
    output [3:0] VGA_R,   
    output [3:0] VGA_G,   
    output [3:0] VGA_B,   
    output [1:0] row,
    output [1:0] col,
    output VGA_HS,        
    output VGA_VS,        
    output de
    );
    reg [3:0] cur_r;
    reg [3:0] cur_g;
    reg [3:0] cur_b;
    wire [11:0] board_color;
    wire [9:0] cx;
    wire [9:0] cy;
    wire pix_stb;
    wire board_draw;
    CLK60HZ rr(.CLK100MHZ(CLK100MHZ), .stb(pix_stb));
    vga640x480 display(.CLK100MHZ(CLK100MHZ), .pix_stb(pix_stb), .reset(~CPU_RESETN), 
                        .hs(VGA_HS), .vs(VGA_VS), .de(de), .x(cx), .y(cy));
    board_disp board_graphics(.CLK100MHZ(CLK100MHZ), .data(data), .cx(cx), .cy(cy), .pix_stb(pix_stb),
                                .VGA_color(board_color), .row(row), .col(col), .draw(board_draw));
    assign VGA_R = de ? cur_r: 4'h0;
    assign VGA_G = de ? cur_g: 4'h0;
    assign VGA_B = de ? cur_b: 4'h0;
    always @(posedge pix_stb)begin
        if(board_draw)begin
            cur_r <= board_color[11:8];
            cur_g <= board_color[7:4];
            cur_b <= board_color[3:0];
        end else begin
            cur_r <= 4'hf;
            cur_g <= 4'hf;
            cur_b <= 4'he;
        end
    end    
endmodule
```

==> changes_impl.md <==
### Physical design

- Synth unique cells: 68
- FP Rows: 35
- Initial antenna violation count: 0
- Pleak: 1.20 nW
- Post-route ant nets: 0
- Log Warnings: 28
- Cycle use final: 0.878
- Final wirelength: about 5700 um
- Die Size: 9830 sq um
- Die Width: just under 100 um
- Share of cells above drive strength 1: 0.0413
- Count of non-filler cells in the finished layout: between 400 and 500
- Most frequent cells in the layout: clkdlybuf4s50_1 (37), dfxtp_1 (25), nor2_1 (24), nand2_1 (24), o21ai_0 (22)
- Worst setup path startpoint: display.x[5]
- Power Dens Cells: 160 nW/um^2
- WHS: 0.389 ns
- Least-Margin Pin Slew: approximately 0.83 ns
- Slew Limit Headroom: 0.433
- Worst r2r src: display.x[1]
- Critical path startpoint category: flop
- Clk pin slew, worst setup/hold paths: approximately 0.09 ns
- Clock latency (worst-skew pair): 0.27 ns
- Largest net degree at the start of global routing: 19
- Total GRT Usage: 0.124
- Post-synthesis async set-or-reset flop share: 0
- Post-cts hold buffer count: 0
- Sw frac: 0.240
- Hold Path Origin: rr.counter[14]
- Internal power: 0.402 mW
- Warnings, synthesis: 5
- Layout area overhead: 16.4%
- Diodes inserted: 0
- Combinational Power Share: 0.135
- Worst Path Max Fanout: 12
- Total negative setup slack: 0 ns
- Clock root buffer: clkbuf_8
- Post-synth top flop: dfxtp_1
- Setup crit end kind: primary output
- Flops after synth: 47
- P_sw: 0.127 mW
- Slowest stage delay, CP: approximately 0.56 ns
- CTS tree: done
- Pre-antenna DRT Iters: 4
- HPWL after DPL: 4460 um
- Critical Path AT: 2.37 ns
- Post-synth tally of flip-flops with integrated enable: 10
- Finish-stage setup viols: 0
- FILL cells: around 950
- Syn avg cell area: 8.23 sq um
- Initial drt markers: 42
- CTS max path bufs: 2
- Routed via count: 2467
- Cell Area, Synth: 2830 sq um
- Resized Gates After CTS: 0
- CP Buf/Inv Count: 1
- CP Class: reg2out
- First-pass GRT wire length: 10000 um
- WL per Instance: between 10 and 15 um
- Init Core Util: 0.308
- Die extent in y: 99.1 um
- Register pins left without a clock: 24
- Yosys Chip Area: 2830 sq um
- Max-slew violations: 0
- Total gr overflow: 0
- Max-cap violations: 0
- DP Cell Count: 470
- CP Data Required Time: 2.80 ns
- Reg power frac: 0.550
- Number of global-route vias before repair: 2180
- RSZ-0062 raised after global routing: no
- I/O Pins: 38
- Number of unconstrained endpoints: 24
- Post-DR vias/cell: between 5 and 6
- F_max: roughly 330 MHz
- VDD IR max: approximately 100 uV
- Status: finished, final reports clean
- Setup Fix Bufs, Post-CTS: 0
- GPL Wtd Cong: between 0.8 and 0.9
- Hold Violations, Final: 0
- Post-layout min period: 3.07 ns
- CP max-delay cell: edfxtp_1
- H-tree levels: 1
- CTS Buf Count: 3
- Core area: just over 9000 sq um
- Synthesized instance count: between 300 and 400
- DRC viols: 0
- # Cells Yosys: 344
- Layout Skew: 0.00693 ns
- Commonest non-fill, non-tap cell in the layout: clkdlybuf4s50_1
- HP Class: reg2reg
- Cell Chain, Critical Path: nor2_1 -> o21ai_0 -> a211oi_1 -> nor3_1 -> nor2b_1 -> clkdlybuf4s50_1
- CP top delay family: AND-OR/OR-AND gates
- Number of I/O port buffers: 37
- Clock power frac: 0.316
## metal layers
metal  track usage  up-vias  wire length (um)
li1              -     1285                 -
met1         0.185     1139              2860
met2         0.202       41              2610
met3        0.0193        2               229
met4        0.0102        0                35
met5             0        -                 0
## cell families after synthesis
group                      share of synthesized area
buffers and inverters                         0.0539
xor gates and xnor gates                      0.0464
AOI/OAI and AO/OA                              0.194
muxes                                        0.00398
adders and majority gates                     0.0301
latches                                       0.0637
DFF                                            0.283
and+or+nand+nor                                0.325
## cell usage after synthesis, drive strengths merged, types with 3 or more instances
cell type  number  share of area
dfxtp          25           0.18
nand2          24          0.032
nor2           24          0.032
o21ai          24          0.042
and2           19          0.042
nand3          18          0.032
clkbuf         17          0.023
inv            14          0.019
nand2b         13          0.029
nor3           13          0.025
dlxtn          12          0.064
a21oi          10          0.018
edfxtp         10           0.11
nand4           9          0.020
nor2b           8          0.018
xor2            8          0.025
xnor2           7          0.022
and3            6          0.013
buf             6          0.013
ha              6          0.027
or3             5          0.011
a21o            4          0.011
nand3b          4          0.011
nor4            4          0.019
a2111oi         3         0.0093
a211oi          3         0.0080
and4b           3          0.011
o2111ai         3          0.015
## per-stage QoR
step | power [mW] | cell area, sq um | setup slack (ns) | utilization
global route | 0.555 | 3300 | 0.170 | 0.358
global placement | 0.368 | 3250 | 0.740 | 0.353
finish | 0.529 | 3300 | 0.429 | 0.358
CTS | 0.534 | 3300 | 0.428 | 0.358
detailed placement | 0.368 | 3250 | 0.743 | 0.353
floorplan | 0.330 | 2830 | 1.38 | -
## area by class of cell
class	count	area, sq um	area share
Clock inverter	1	7.51	0.00228
Clock buffer	3	41.3	0.0125
Timing Repair Buffer	38	378	0.115
Tap cell	111	139	0.0421
Sequential cell	47	981	0.298
Inverter	14	52.6	0.0159
Multi-Input combinational cell	260	1700	0.515
## final timing paths
check	endpoint	slack, ns	cells after the start
max	row[1]	0.43	6
min reg2reg	rr.counter[14]	0.39	1
max reg2reg	display.y[5]	1.16	6
min	rr.counter[14]	0.39	1
## flip-flops by register name (all words and copies together) (netlist names)
name / count
cur_b: 4
board_graphics.row3.color: 12
display.x: 10
rr.counter: 2
rr.stb: 1
display.y: 10
cur_g: 4
cur_r: 4
## power by group through the flow
stage / combinational (mW) / sequential, mW / clock [mW]
finish: 0.0711 / 0.291 / 0.167
global route: 0.0784 / 0.292 / 0.185
CTS: 0.0716 / 0.291 / 0.172
Power and IR drop assume default switching activity.
