===== design/flow/config.mk =====
export PLATFORM = sky130hd
export DESIGN_NAME = keysToBCD
export DESIGN_NICKNAME = keysToBCD
export VERILOG_FILES = /design/flow/design.v
export SDC_FILE = /design/flow/constraint.sdc
export NUM_CORES = 4
export LEC_CHECK = 1
export CORE_UTILIZATION = 30

===== design/flow/constraint.sdc =====
current_design keysToBCD

set clk_period 2.5
set clk_io_pct 0.2

create_clock -name clk0 -period $clk_period [get_ports {CLK100MHZ}]
create_clock -name clk1 -period $clk_period [get_ports {PS2_CLK}]

set non_clock_inputs [all_inputs -no_clocks]
set_input_delay [expr $clk_period * $clk_io_pct] -clock clk0 $non_clock_inputs
set_output_delay [expr $clk_period * $clk_io_pct] -clock clk0 [all_outputs]

===== design/flow/design.v =====
`timescale 1ns / 1ps
module keyboard(
    input PS2_CLK,
    input PS2_DATA,
    output [31:0] keypress,
    output reg newVal = 0
    );
    reg [7:0] datacur = 0;   
    reg [7:0] dataprev = 0;  
    reg [3:0] counter = 0;   
    reg [31:0] keycode = 0;  
    assign keypress = keycode;
    always@(negedge(PS2_CLK))begin
        case(counter)
            0:;
            1:  datacur[0] <= PS2_DATA;
            2:  datacur[1] <= PS2_DATA;
            3:  datacur[2] <= PS2_DATA;
            4:  datacur[3] <= PS2_DATA;
            5:  datacur[4] <= PS2_DATA;
            6:  datacur[5] <= PS2_DATA;
            7:  datacur[6] <= PS2_DATA;
            8:  datacur[7] <= PS2_DATA;
            9:  begin
                    if (dataprev != datacur)begin
                        keycode[31:24] <= keycode[23:16];
                        keycode[23:16] <= keycode[15:8];
                        keycode[15:8] <= dataprev;
                        keycode[7:0] <= datacur;
                        dataprev <= datacur;
                    end
                end
            10: begin
                    if(datacur == 8'hf0)begin
                        newVal <= 1;
                    end else begin
                        newVal <= 0;
                    end
                end
            default:;
        endcase
        if(counter < 10) begin
            counter <= counter + 1;
        end else if(counter >= 10) begin
            counter <= 0;
        end
    end
endmodule
`timescale 1ns / 1ps
module keysToBCD(
    input CLK100MHZ,
    input CPU_RESETN,
    input PS2_CLK,
    input PS2_DATA,
    output reg [3:0] BCD = 4'b1111,
    output newVal
    );
    wire [31:0] keypress;
    keyboard KB(.PS2_CLK(PS2_CLK), .PS2_DATA(PS2_DATA), .keypress(keypress), .newVal(newVal));
    always @(posedge CLK100MHZ)begin
        if(~CPU_RESETN)begin
            BCD <= 4'b1111;
        end else begin
            if(newVal)begin
                if(keypress[15:8] == 8'hf0)begin
                    if((keypress[23:16] == 8'he0) | (keypress[7:0] == 8'h2d))begin
                        case(keypress[7:0])
                            8'h6b: BCD <= 4'b0000;  
                            8'h74: BCD <= 4'b0001;  
                            8'h75: BCD <= 4'b0010;  
                            8'h72: BCD <= 4'b0011;  
                            8'h2d: BCD <= 4'b1000;  
                            default: BCD <= 4'b1111;
                        endcase
                    end else
                        BCD <= 4'b1111;
                end 
            end
        end
    end
endmodule

===== design/flow/run.sh =====
#!/bin/bash
# OpenROAD 26Q1-2900-gdf79404cd8, Yosys 0.63+post, stock flow scripts
make -C /OpenROAD-flow-scripts/flow DESIGN_CONFIG=/design/flow/config.mk WORK_HOME=/design/flow/orfs finish

==> impl_metrics.csv <==
group,metric,value,unit
yosys,most_common_cell,"edfxtp_1",
die,io_pins,9,
die,die_area,0.00598,sq mm
final_timing,maxSlewViolCount,0,
yosys,synth.area.top_cells,"edfxtp_1 65%, dfxtp_1 4.7%, xor2_1 4.1%",
worst_setup_path,startpoint_type,"flop",
die,die_w,77.3,um
finish,syn_to_final_growth,37.7,%
power_and_ir_drop,switching_share,24.0,%
placed_design,dp_cells,211,
finish,stdcell_count,263,
final_timing,hold_viol,0,
detailed_routing,drtIter0Drc,41,
final_timing,skew,0.0125,ns
detailed_routing,routed_wl,2750,um
finish,regArea,0.00119,sq mm
finish,comb_area,509,sq um
power_and_ir_drop,ir_worst_vdd,498,uV
yosys,ff_type,"edfxtp_1",
detailed_routing,postRouteAntennaNets,0,
final_timing,fin_ws,-0.285,ns
yosys,synth_top_area_share,65.2,%
worst_setup_path,crit_path_max_incr_delay,0.34,ns
global_route,grtUsageMet2,15.8,%
worst_setup_path,crit_chain,"buf_4 -> nand4_1 -> nor4bb_1 -> buf_4 -> mux2i_1 -> o21ai_1",
finish,fin_util,42.8,%
global_route,grt_pass1_wl,4640,um
die,initial_core_util,31.1,%
flow_run,warnings,69,
worst_setup_path,critPathTopFamily,"simple AND/OR/NAND/NOR gates",
final_timing,rsz0062_at_grt,"true",
yosys,ys_seq_share,69.9,%
power_and_ir_drop,leakagePower,1.01,nW
power_and_ir_drop,intPower,1.41,mW
die,die-height,77.3,um
worst_setup_path,r2r_start,"KB.newVal",
global_route,grt-busiest-layer,"met2",
global_route,met3_usage,5.73,%
global_route,grt_overflow,0,
clock_tree,cts_tree,"built",
clock_tree,clk_pin_slew_worst_paths,0.03,ns
placed_design,globalplace.congestion,0.834,
power_and_ir_drop,power_frac_seq,43.8,%
worst_setup_path,critPathSlowestCell,"edfxtp_1",
power_and_ir_drop,pwr-share-comb,5.3,%
yosys,top_area_cell,"edfxtp_1",
placed_design,dp_hpwl,1840,um
worst_setup_path,cp_num_buf_inv,2,
detailed_routing,drc,0,
yosys,synth-edff-count,37,
yosys,synthArstFlopShare,0,%
global_route,track_usage,10.3,%
yosys,synth_warnings,2,
die,core_area,0.00547,sq mm
worst_setup_path,arrival,2.88,ns
flow_run,cap_violations,0,
global_route,use_met1,11.8,%
worst_setup_path,cp_max_fo,4,
yosys,syn_inst,115,
yosys,syn_area,0.00170,sq mm
outcome,outcome,"finished with violations",
clock_tree,ctsHoldBuffers,0,
detailed_routing,wire_per_inst,10.4,um
power_and_ir_drop,cellPowerDensity,793,mW/mm^2
yosys,ys_chip_area,0.00170,sq mm
die,placementRows,27,
detailed_routing,antenna_cells,0,
yosys,synth_flops,41,
global_route,grt_max_degree,25,
yosys,ys_cells,115,
yosys,ys_top_cells_by_count,"37 x edfxtp_1, 9 x and2_1, 8 x xor2_1",
worst_hold_path,hold_start,"KB.keycode[10]",
detailed_routing,via_count,1105,
detailed_routing,firstDrtPassIters,4,
outcome,violations,"negative setup slack",
global_route,antenna_found_initial,0,
final_timing,finalSetupViolCount,5,
finish,nFillCells,491,
global_route,grt_pass1_vias,1168,
final_timing,whs,0.441,ns
power_and_ir_drop,power_frac_clock,50.9,%
worst_setup_path,path_common_cell,"buf_4",
worst_setup_path,startpoint,"KB.newVal",
detailed_routing,vias_per_cell,4.20,
final_timing,fin_tns_setup,-1.31,ns
clock_tree,clock-sinks,41,
yosys,synth.avg_cell_area,14.8,sq um
yosys,yosysUniqueCellTypes,33,
worst_hold_path,hp-class,"flop to flop",
finish,layout-drive-gt1-share,17.8,%
worst_setup_path,required,2.60,ns
placed_design,port_buffers,7,
worst_setup_path,criticalPathCategory,"flop to flop",
worst_setup_path,end_kind,"flop",
power_and_ir_drop,power_switching,0.445,mW
cell families after synthesis:
kind of cell	Yosys count	synth area share [%]
AOI/OAI and AO/OA	13	5.14
DFF	41	69.9
other	1	0.220
adders and majority gates	4	2.94
and+or+nand+nor	37	13.7
buffers and inverters	7	1.69
xor gates and xnor gates	10	5.14
muxes	2	1.18
per-layer routing:
| metal | up-vias | routed length (um) |
|---|---|---|
| li1 | 576 | - |
| met1 | 494 | 1200 |
| met2 | 31 | 1340 |
| met3 | 4 | 169 |
| met4 | 0 | 31 |
| met5 | - | 0 |
final cells by class:
| class | count | share of cell area [%] |
|---|---|---|
| clock inverter | 40 | 8.64 |
| clock buffer | 8 | 4.70 |
| multi-input combinational | 70 | 21.7 |
| tap | 72 | 3.84 |
| inverter | 4 | 0.640 |
| timing repair buffer | 28 | 9.66 |
| sequential | 41 | 50.8 |
placed cells by master, fill, tap and decap left out, types with 2 or more instances in the layout:
cell type / count
inv_1: 42
edfxtp_1: 37
buf_4: 21
and2_1: 9
xor2_1: 8
clkbuf_8: 8
clkdlybuf4s50_1: 6
dfxtp_1: 4
conb_1: 4
nor4_1: 4
ha_1: 4
nor2_1: 3
nand2_1: 3
nand4_1: 3
a21oi_1: 3
nor2b_1: 2
nand2b_1: 2
nor3_1: 2
nand3b_1: 2
xnor2_1: 2
mux2i_1: 2
o21ai_1: 2
bufinv_16: 2
through the flow:
| stage | power [mW] | cell area, sq um | setup slack (ns) |
|---|---|---|---|
| 6_report | 1.86 | 2340 | -0.285 |
| 5_1_grt | 1.99 | 2340 | -0.422 |
| 4_1_cts | 1.90 | 2330 | -0.294 |
| 3_5_place_dp | 1.01 | 1990 | -0.163 |
| 3_3_place_gp | 1.01 | 1990 | -0.133 |
| 2_1_floorplan | 0.971 | 1710 | -0.148 |
repair_timing:
item                       4_1_cts  5_1_grt
setup endpoints to repair        5        5
buffers inserted                 4        1
resized                          4        1
pin swaps                        5        1
cloned                           0        0
sequential cells by signal, summed over array words and instances (netlist names):
name and count:
BCD 4, KB.datacur 8, KB.keycode 24, KB.newVal 1, KB.counter 4
power groups by stage:
| stage | clock, mW | sequential, mW | combinational (mW) |
|---|---|---|---|
| finish | 0.946 | 0.815 | 0.0989 |
| global route | 1.06 | 0.819 | 0.112 |
| CTS | 0.981 | 0.815 | 0.0993 |
worst reg2reg max path: stages (launching register included):
cell	delay [ns]
edfxtp_1	0.34
buf_4	0.11
nand4_1	0.08
nor4bb_1	0.31
buf_4	0.20
mux2i_1	0.18
o21ai_1	0.08
path summary, 6_finish.rpt:
kind | endpoint | slack (ns) | cells past startpoint
worst min-delay path | KB.keycode[18] | 0.44 | 0
worst max register to register | BCD[0] | -0.29 | 6
worst min register to register | KB.keycode[18] | 0.44 | 0
max in group clk1 | KB.datacur[0] | 0.26 | 1
min in group clk0 | BCD[1] | 0.49 | 2
worst max-delay path | BCD[0] | -0.29 | 6
Power and IR drop assume default switching activity.
