<file path="flow/config.mk">
export PLATFORM = sky130hd
export DESIGN_NAME = LFSR
export DESIGN_NICKNAME = LFSR
export VERILOG_FILES = /design/flow/design.v
export SDC_FILE = /design/flow/constraint.sdc
export NUM_CORES = 4
export LEC_CHECK = 1
export CORE_AREA = 10 10 70 70
export DIE_AREA = 0 0 80 80
</file>
<file path="flow/constraint.sdc">
current_design LFSR

set clk_period 1.7
set clk_io_pct 0.2

create_clock -name clk0 -period $clk_period [get_ports {CLK100MHZ}]

set non_clock_inputs [all_inputs -no_clocks]
set_input_delay [expr $clk_period * $clk_io_pct] -clock clk0 $non_clock_inputs
set_output_delay [expr $clk_period * $clk_io_pct] -clock clk0 [all_outputs]
</file>
<file path="flow/design.v">
`timescale 1ns / 1ps
module LFSR(
    input CLK100MHZ,
    input CPU_RESETN,
    output reg [3:0] rnd = 0
    );
    reg [3:0] random = 4'ha;
    reg [3:0] random_next = 0;
    reg [2:0] counter = 0;
    reg [2:0] counter_next = 0;
    wire feedback = random[3] ^ random[2];
    always @(posedge CLK100MHZ)begin
        if(~CPU_RESETN)begin
            random <= 4'hf;
            counter <= 0;
        end else begin
            random <= random_next;
            counter <= counter_next;
        end
        if(counter == 3)begin
            counter <= 0;
            rnd = random;
        end    
    end
    always @(*)begin
        random_next = random;
        counter_next = counter;
        random_next = {random[2:0], feedback};
        counter_next = counter + 1;
    end
endmodule
</file>
<file path="flow/run.sh">
#!/bin/bash
# OpenROAD 26Q1-2900-gdf79404cd8, Yosys 0.63+post, stock flow scripts
make -C /OpenROAD-flow-scripts/flow DESIGN_CONFIG=/design/flow/config.mk WORK_HOME=/design/flow/orfs finish
</file>
==> flow_summary.toml <==
# generated from flow reports
[clocking]
numCtsBuffers = 3
post_cts_buffers = 0
clockBufferDepth = 2
cts_tree = "built"
cts_sinks = 11
path_clk_slew_ns = 0.07
h-tree-depth = 1
cts-root-buf = "clkbuf_4"
ctsResizeCount = 0
hold_buffers = 0
clock_latency_ns = 0.26

[drt]
viasPerCell = 2.278
drt-total-wl_um = 435
route.detailed.drc = 0
wl_per_cell_um = 5.506
drtIter0Drc = 9
drtAntennaViolNets = 0
vias = 180
antenna_cells = 0
first_pass_iters = 2

[setup_path]
cpLargestDelayFamily = "buffers and inverters"
worst-setup-path-type = "reg -> out"
crit_path_max_fanout = 1
path_cells = "clkdlybuf4s50_1"
cp-start-kind = "flip-flop"
slowest_delay_ns = 0.46
required_ns = 1.36
r2r_setup_slack_ns = 0.56
crit_path_end_kind = "output port"
slowest_stage = "clkdlybuf4s50_1"
r2r-start = "counter[0]"
worstPathArrival_ns = 1.03
crit_buf_inv = 1
timing.rr.end = "counter[1]"
reg2regPathDepth = 4

[timing]
rsz0062_at_grt = "false"
hold_viol_final = 0
setup_viol = 0
setup-tns-final_ns = 0
worstMarginPinSlew_ns = 0.2071
slew_headroom = 0.8619
drv_slew = 0
layout_min_cycle_time_ns = 1.371
fmax_mhz = 729.4
fin_skew_ns = 0.008006
period_used_share = 0.8065

[global_routing]
grt_pass1_wl_um = 696
grt_start_max_net_pins = 7
grt-ovfl-total = 0
grt_util_all_layers = 0.01496
grt_pass1_vias = 163
antenna_found_initial = 0

[synthesis]
syn_inst = 24
mappedNetlistArea_sq_um = 344.1
postSynthAreaPerCell_sq_um = 14.34
synth_stat.cells = 24
yosysSeqAreaShare = 0.7564
synth_chip_area_sq_um = 344.1
yosys.cell_types.count = 9
yosysWarnings = 1
ys.flops = 11

[run]
warning_count = 25
cap_viol_max_count = 0

[finish]
fillCellCount = 390
synthToLayoutAreaGrowth_pct = 38.91
instances_no_fill = 79
logic_area_sq_um = 76.32
drive_gt1_frac = 0.1212
seqCellArea_sq_um = 260.3

[pwr]
power_density_nw_per_um2 = 1037
p_leak_nw = 0.1680
vdd_drop_max_mv = 0.2026

[die]
chipArea_sq_um = 6400
io_pins = 6
die_w_um = 80
initCoreUtil = 0.1007
core_area_sq_um = 3416
rows = 21
dieHeight_um = 80

[place]
gp_congestion = 0.6381
dp.cells = 75
hpwl_um = 343.8
io_buffers = 5

[hold_path]
hold_end = "counter[0]"
hold_start = "counter[0]"
hold_path_depth = 1
hold_class = "reg -> reg"

[status]
status = "finished clean"
-- power breakdown --
group	leakage, nW	internal [mW]	total [mW]	switching [mW]
logic	0.0608	0.0179	0.0313	0.0134
registers	0.0922	0.290	0.296	0.00612
clock network	0.0150	0.0904	0.168	0.0776
total	0.168	0.399	0.496	0.0972
-- sequential cells by signal (all words and copies together), names as in the netlist --
signal,flops
random,4
counter,3
rnd,4
-- stage by stage --
| step | setup slack, ns | utilization | hold WS (ns) | total power [mW] | instance area [sq um] |
|---|---|---|---|---|---|
| after detailed placement | 0.5391 | 0.1322 | 0.4092 | 0.3344 | 451.7 |
| after global placement | 0.5563 | 0.1322 | 0.4041 | 0.3323 | 451.7 |
| final | 0.3290 | 0.1399 | 0.4253 | 0.4959 | 478.0 |
| after CTS | 0.3050 | 0.1399 | 0.4252 | 0.5071 | 478.0 |
| after floorplan | 0.6660 | - | 0.3974 | 0.3195 | 344.1 |
| after global routing | 0.2604 | 0.1399 | 0.4457 | 0.5243 | 478.0 |
-- Yosys cell counts --
library cell	instances	area, sq um
nand2_1	1	3.750
dfxtp_1	7	140.1
edfxtp_1	4	120.1
nand2b_2	1	8.760
inv_1	2	7.510
nand2b_1	3	18.77
ha_1	2	25.02
xnor2_1	1	8.760
nor2_1	3	11.26
-- routing by layer --
layer,wire (um),track usage
met1,190,0.01502
met2,143,0.01685
met3,100,0.02159
met4,0,0.003521
met5,0,0
-- layout make-up --
class	count	area share
multi-input cells	11	0.1597
flip-flops and latches	11	0.5445
well taps	46	0.1204
clock buffers	4	0.05497
repair buffers	5	0.1047
inverters	2	0.01571
-- cell families (layout without fill, tap and decap cells) --
logic type,Yosys count,after routing,synth area share
flops,11,11,0.7564
simple gates,8,8,0.1236
fa+ha+maj,2,2,0.07272
buf+inv,2,11,0.02183
xor+xnor,1,1,0.02546
-- worst reg2reg max path, stage by stage, from the launching register on --
cell and delay, ns:
dfxtp_1 0.32, ha_1 0.19, ha_1 0.25, nand2b_2 0.23, nor2_1 0.09
-- worst max path at each step --
stage | slack (ns) | depth (start not counted) | end | start
CTS | 0.31 | 1 | rnd[2] | rnd[2]
global route | 0.26 | 1 | rnd[3] | rnd[3]
finish | 0.33 | 1 | rnd[3] | rnd[3]
-- layout by cell type, fill, tap and decap left out, types with 2 or more instances in the layout --
cell             count
dfxtp_1              7
clkdlybuf4s50_1      5
edfxtp_1             4
nand2b_1             3
nor2_1               3
clkbuf_4             3
inv_1                2
ha_1                 2
Power and IR drop assume default switching activity.
